<file path="./config.mk">
export PLATFORM = sky130hd
export DESIGN_NAME = ALU
export DESIGN_NICKNAME = ALU
export VERILOG_FILES = /design/flow/design.v
export SDC_FILE = /design/flow/constraint.sdc
export NUM_CORES = 4
export LEC_CHECK = 1
export CORE_UTILIZATION = 50
</file>
<file path="./constraint.sdc">
current_design ALU

set clk_period 10.0
set clk_io_pct 0.2

create_clock -name clk0 -period $clk_period

set non_clock_inputs [all_inputs -no_clocks]
set_input_delay [expr $clk_period * $clk_io_pct] -clock clk0 $non_clock_inputs
set_output_delay [expr $clk_period * $clk_io_pct] -clock clk0 [all_outputs]
</file>
<file path="./design.v">
`timescale 1ns/1ps
module ALU(
input [31:0] inA, inB,
input [3:0] ALU_control,
output reg [31:0] Result
);
always @(*)
	begin 
		case (ALU_control)
			4'b0000: Result = inA + inB;	 
			4'b0001: Result = inA - inB;	 
			4'b0010: Result = inA & inB;	 
			4'b0011: Result = inA | inB;	 
			4'b0100: Result = inA << inB;	 
			4'b0101: Result = inA >> inB;	 
			4'b0110: Result = inA >>> inB; 	 
			4'b0111: Result = inA ^ inB;	 
			4'b1000:	Result = ($signed(inA) < $signed(inB)) ? 1 : 0;	 
			4'b1001: Result = (inA < inB) ? 1 : 0;  
			4'b1010: Result = inB;  
			default : Result = 31'd0;
		endcase
	end
endmodule
</file>
<file path="./run.sh">
#!/bin/bash
# OpenROAD 26Q1-2900-gdf79404cd8, Yosys 0.63+post, stock flow scripts
make -C /OpenROAD-flow-scripts/flow DESIGN_CONFIG=/design/flow/config.mk WORK_HOME=/design/flow/orfs finish
</file>
==> GITHUB_STEP_SUMMARY <==
### Metrics collected by this job

| Metric | Value |
|---|---|
| Run status | `finished clean` |
| RePlAce Congestion | `1.113` |
| Mapped Area | `8446 µm²` |
| Max_cap viols | `0` |
| Total vias in the final route | `10.62k` |
| Dominant kind of combinational cell | `AND-OR/OR-AND gates` |
| DRT antenna net count | `0` |
| Overflow after GRT | `0` |
| Top cell excl fill/tap | `nor2_1` |
| Netlist cell types | `~74` |
| CP Class | `in2out` |
| Post-synthesis simple-gate area fraction | `23.04%` |
| RSZ-0062 raised after global routing | `no` |
| Crit share post-route | `between 80 and 90%` |
| Crit end category | `output pin` |
| Post-CTS Resized | `0` |
| Vias in the first global route | `9458` |
| Yosys Instances | `~1.3k` |
| Slew @ Worst Pin | `0.9364 ns` |
| Setup violators final | `0` |
| Flop count | `0` |
| Per-cell routed wire length | `between 20 and 25 µm` |
| Tmin final | `roughly 8.4 ns` |
| Gr usage total | `between 40% and 50%` |
| Post-CTS setup buffer count | `0` |
| Clkbuf count | `0` |
| IO buf count | `100` |
| I/O pin cnt | `100` |
| Initial antenna violation count | `0` |
| Final wirelength | `between 30000 and 40000 µm` |
| Core area | `16520 µm²` |
| Iteration-0 DRC count of the detailed router | `1282` |
| Mux frac, synth | `13.54%` |
| Slowest-stage cell, CP | `clkdlybuf4s50_1` |
| Pwr dens | `between 50 and 60 nW/µm²` |
| Min-Delay Path Class | `in2out` |
| Die Span X | `132.0 µm` |
| Crit-path max cell delay | `0.52 ns` |
| Count of pins over their slew limit | `0` |
| Largest net degree at the start of global routing | `around 65` |
| Worst-path cell chain | `clkdlybuf4s50_1, buf_4, inv_2, ha_1, o211ai_1, o211ai_1, a31oi_1, o21ai_0, o21ai_0, o31ai_1, a41oi_1, and3_1, o31ai_1, clkdlybuf4s50_1` |
| FMAX | `118.9 MHz` |
| Crit start category | `primary input` |
| Post-route setup TNS | `0 ns` |
| Ratio of cells with drive above 1 in the final layout | `5.669%` |
| Largest cells by area after synthesis | `ha_1 (14%), a21oi_1 (7.8%), mux2i_1 (6.9%)` |
| Yosys synthesis chip area | `between 8000 and 9000 µm²` |
| Flop area | `0 µm²` |
| Most frequent cells in the layout | `nor2_1 (146), a21oi_1 (132), nand2_1 (117), ha_1 (96), clkdlybuf4s50_1 (95)` |
| Cell taking the most area after synthesis | `ha_1` |
| Adders+Majority by Area | `14.70%` |
| Die height | `roughly 130 µm` |
| Dpl cell area | `between 9000 and 10000 µm²` |
| Fin area | `around 9400 µm²` |
| Crit Path Max Fanout | `25` |
| DR vias/cell | `6.885` |
| Crit path DAT | `approximately 6.4 ns` |
| Hold Buf Count CTS | `0` |
| WP data required | `about 8 ns` |
| Log Warnings | `97` |
| Fin. Hold Viols | `0` |
| XORs/XNORs by Area | `2.904%` |
| Compound Share, Synth | `36.58%` |
| Site row count | `47` |
| Pleak | `between 3 and 4 nW` |
| Syn Inst Count | `1308` |
| Largest type area fraction | `14.22%` |
| Synth Warn # | `1` |
| Mapped Avg Cell Area | `6.457 µm²` |
| Register share after synthesis | `0%` |
| First-pass GRT wire length | `57380 µm` |
| Ant diodes | `0` |
| Detailed placement HPWL | `29600 µm` |
| Core Util at FP | `51.11%` |
| Worst rel slew slack | `37.34%` |
| P&R area growth vs syn | `11.78%` |
| First-pass DRT Iterations | `5` |
| Die Size | `17410 µm²` |
| VDD IR max | `47.81 µV` |
| DRC violations left | `0` |
-- Yosys cell counts, drive strengths merged (4+ instances only) --
cell,count
nor3,50
inv,93
a221o,11
o211ai,24
o311ai,4
o211a,5
xnor2,20
o41ai,4
xor2,8
clkbuf,76
or3,10
a221oi,17
and3,7
o22ai,11
buf,30
o21ai,98
nor2b,11
nand3b,6
nand4,7
a211oi,29
a31oi,21
a21oi,133
nor4,15
mux2i,58
o221ai,8
o21bai,6
mux2,8
a32oi,6
ha,96
nand2b,14
nor2,147
o31ai,14
mux4,21
a21o,23
and2,9
nand2,117
a22oi,19
a211o,5
a22o,4
nand3,25
-- layer usage --
layer  track usage, %  routed length [µm]
met5                0                   0
met2            61.85               15470
met1            64.08               15950
met3            13.39                5220
met4            11.18                1237
-- final timing paths --
check  depth (start not counted)  slack, ns          to      startpoint
max                           14       1.59  Result[31]          inB[4]
min                            5       4.94  Result[23]  ALU_control[0]
-- final cells by class --
cell class,instances,area [µm²]
multi-input combinational,1107,7672
fill,1693,7084
tap,220,275.3
timing repair buffer,121,1136
inverter,95,356.6
-- power by group --
group | total (mW) | switching, mW | leakage (nW) | internal (mW)
clock network | 0 | 0 | 0 | 0
registers | 0 | 0 | 0 | 0
logic | 0.488 | 0.294 | 3.93 | 0.195
-- metrics by stage --
stage                     power (mW)  setup WS [ns]  instances  hold WS [ns]  util [%]
final                         0.4884          1.586       1543         4.941     57.13
after detailed placement      0.4718          1.675       1543         4.942     57.13
after floorplan               0.3048          2.612       1308         4.138         -
after CTS                     0.4745          1.669       1543         4.943     57.13
after global routing          0.5267          1.399       1543         4.971     57.13
after global placement        0.4731          1.849       1543         4.946     57.13
-- critical path: cells and delay by family --
kind	cells	cell delay (ns)
compound gates	8	2.22
fa+ha+maj	1	0.49
buf+inv	4	1.46
simple gates	1	0.23
-- cell families (layout without fill, tap and decap cells) --
group,count (synthesis),in the layout
muxes,87,87
buffers and inverters,201,216
adders and majority gates,98,98
AOI/OAI and AO/OA,468,468
and+or+nand+nor,426,426
xor gates and xnor gates,28,28
Power figures rest on the tool's default switching activity, not on a simulated workload.
