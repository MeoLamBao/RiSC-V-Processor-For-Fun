File: flow/design.v
module register(ReadData1, ReadData2, WriteData, RegWEn, WriteAddress, ReadAddress1, ReadAddress2, CLK, rst );
input [2:0] RegWEn;
input CLK, rst;	
input [4:0] WriteAddress, ReadAddress1, ReadAddress2;
input [31:0] WriteData;
output [31:0] ReadData1, ReadData2;
reg [31:0] array_reg [31:0];
reg [31:0] reg1, reg2;
integer i;
always @(posedge CLK or posedge rst) begin
	if(rst) begin
		for (i = 0 ; i < 32 ; i = i + 1) begin
			array_reg[i] <= 32'd0;
		end
	end
	else if(RegWEn) array_reg[WriteAddress] <= WriteData;
end
always @(*) begin 
		case (RegWEn)
			3'b001 : begin
				reg1 <= array_reg[ReadAddress1];
				reg2 <= array_reg[ReadAddress2];
			end
			3'b010 : begin
				reg2 <= {{24{array_reg[ReadAddress2][7]}},{array_reg[ReadAddress2][7:0]}};
			end
			3'b011 : begin
				reg2 <= {{16{array_reg[ReadAddress2][15]}},{array_reg[ReadAddress2][15:0]}};
			end
			3'b100 : begin
				reg2 <= array_reg[ReadAddress2][7:0];
			end
			3'b101 : begin
				reg2 <= array_reg[ReadAddress2][15:0];
			end
			default : begin
				reg1 <= array_reg[ReadAddress1];
				reg2 <= array_reg[ReadAddress2];
			end
		endcase
end
assign ReadData1 = reg1;
assign ReadData2 = reg2;
endmodule
File: flow/run.sh
#!/bin/bash
# OpenROAD 26Q1-2900-gdf79404cd8, Yosys 0.63+post, stock flow scripts
make -C /OpenROAD-flow-scripts/flow DESIGN_CONFIG=/design/flow/config.mk WORK_HOME=/design/flow/orfs finish
File: flow/config.mk
export PLATFORM = sky130hd
export DESIGN_NAME = register
export DESIGN_NICKNAME = register
export VERILOG_FILES = /design/flow/design.v
export SDC_FILE = /design/flow/constraint.sdc
export NUM_CORES = 4
export LEC_CHECK = 1
export CORE_UTILIZATION = 30
File: flow/constraint.sdc
current_design register

set clk_period 10.3
set clk_io_pct 0.2

create_clock -name clk0 -period $clk_period [get_ports {CLK}]

set non_clock_inputs [all_inputs -no_clocks]
set_input_delay [expr $clk_period * $clk_io_pct] -clock clk0 $non_clock_inputs
set_output_delay [expr $clk_period * $clk_io_pct] -clock clk0 [all_outputs]
==> results.txt <==
Outcome -> finished clean
TritonCTS clock tree -> done
Worst IR drop on VDD -> 0.123 mV
Achievable frequency -> 117 MHz
Switch share -> 0.297
Drc violations -> 0
Total via count after detailed routing -> 44.4k
Cell with the most instances on the worst path -> buf_4
GRT met2 Usage -> 0.423
Grt peak-use layer -> met2
Number of detailed-routing iterations run before antenna repair -> 9
Tot GR Track Use -> 0.311
Synthesized chip area reported by yosys -> 0.0512 mm2
Post-CTS setup repair buffer count -> 0
Critical path class -> in2out
Mapped Avg Cell Area -> 12.1 um2
Setup repair after global routing missed its margin -> false
Part of the power in the clock network -> 0.349
Class of the tightest hold or removal check -> reg2reg
Share of async-settable or async-resettable flops after synthesis -> 0.970
Largest cells by area -> dfrtp_1 (50%), mux2_2 (23%), a22oi_1 (8.2%)
Time the worst path needs with I/O delays and setup -> 8.54 ns
Most used DFF post-synth -> dfrtp_1
Total tool warning count -> 36
Deepest clock path buffer count -> 3
Number of register pins that no clock reaches -> 32
Number of antenna violations at the first check in global routing -> 21
Die Area -> 0.172 mm2
Min-Delay Path Depth -> 1
Max_slew headroom -> 0.223
Sum of buffers and inverters on the critical path -> 5
Grt ovf -> 0
Reg clk slew, reported paths -> 0.06 ns
Worst-case register-to-register setup slack -> 9.42 ns
H-tree depth reported by CTS -> 3
Cells in synth_stat.txt -> 4217
Power share of the sequential group -> 0.494
Pin slew with the least headroom to its limit -> 1.16 ns
Data arrival time of the critical path -> 6.48 ns
Most frequent cells after synthesis -> mux2_2 (1032), dfrtp_1 (1024), a22oi_1 (556)
Fin crit share -> 0.829
# fillers -> 16.1k
Cells along the critical path -> buf_2 -> buf_4 -> nand2_1 -> buf_4 -> nor3_4 -> buf_4 -> a22oi_1 -> nand2_1 -> nor4_1 -> nor4b_1 -> o21ai_0 -> clkdlybuf4s50_1
Global placement routability congestion -> 1.06
Worst skew pair latency -> 0.75 ns
Critical path capture point type -> output pin
Average via count per standard cell -> 6.76
Number of register bits inferred by synthesis -> 1056
Post-cts sizing count -> 0
Origin of the worst min-delay path -> array_reg[31][21]$_DFFE_PP0P_
Share of total power in combinational logic -> 0.157
Max reg flops -> 1024
Warning count from the yosys run -> 2
Total leakage power -> 24.3 nW
Layout area overhead -> 16.6%
Final setup viols -> 0
Number of enable flip-flop cells -> 0
Delay of the slowest cell on the worst path -> 0.74 ns
Worst Hold Endpoint -> array_reg[31][21]$_DFFE_PP0P_
Fraction of post-synthesis cell area in the top cell type by area -> 0.501
Cell type of the slowest stage on the worst timing path -> nor3_4
Core Footprint -> 0.169 mm2
Crit start category -> primary input
Wire length per cell after detailed routing -> 40.0 um
Remaining antenna violation count after routing -> 0
Clock skew after layout -> 0 ns
WP data required -> 8.24 ns
Routing usage on met3 -> 0.193
CTS root buf -> clkbuf_16
Port-buffer cells -> 115
Sum of negative setup slack -> 0 ns
CTS Hold Buffers Added -> 0
Internal power component -> 8.57 mW
Number of maximum-capacitance violations -> 0
Post-synthesis cell type with the largest instance count -> mux2_2
Hold violation count in the final report -> 0
Routed Wire Length -> 263000 um
Worst-path maximum fanout -> 51
Final Slew Violations -> 0
Number of cells traversed by the worst register-to-register path -> 1
Boundary pin count -> 116
Syn Std Cell Area -> 0.0512 mm2
Via count of the first global-routing pass -> 43.4k
Switching Power -> 3.62 mW
Clock buffers created by TritonCTS -> 105
Netlist cell types -> 67
Biggest area consumer among synthesized cells -> dfrtp_1
Pin count of the biggest net entering global routing -> 129
Capturing point of the worst reg2reg path -> array_reg[3][24]$_DFFE_PP0P_
Share of cells above drive strength 1 -> 0.360
Wire length of the first global-routing pass -> 361000 um
Die Width -> 415 um
Cell count after synthesis -> 4217
HPWL after detailed placement -> 155000 um
GRT met1 Usage -> 0.363
Origin of the critical flop-to-flop path -> array_reg[3][24]$_DFFE_PP0P_
Floorplan Utilization -> 0.302
Hold_ws -> 0.536 ns
Vertical die dimension -> 415 um
Endpoints left unconstrained -> 64
Number of DRC markers after the initial detailed-route iteration -> 6093
Pwr Density -> 204 mW/mm2
Family with the most delay on the worst path -> buffers and inverters
Core Rows -> 151
## kinds of logic (layout without fill, tap and decap cells)
logic type / Yosys count / count (layout) / synth area share
AND/OR/NAND/NOR: 582 / 582 / 0.0587
buffers and inverters: 424 / 542 / 0.0327
latches: 32 / 32 / 0.00939
XOR/XNOR: 1 / 1 / 0.000171
other: 0 / 18 / 0
multiplexers: 1047 / 1047 / 0.230
AND-OR/OR-AND: 1107 / 1107 / 0.168
flip-flops: 1024 / 1024 / 0.501
## cell type report
| cell class | count | area (um2) | share of cell area |
|---|---|---|---|
| flip-flops and latches | 1056 | 26100 | 0.438 |
| multi-input cells | 2737 | 24100 | 0.403 |
| clock buffers | 141 | 2950 | 0.0495 |
| repair buffers | 341 | 2870 | 0.0481 |
| well taps | 2218 | 2780 | 0.0465 |
| clock inverters | 53 | 835 | 0.0140 |
| diodes | 18 | 45.0 | 0.000755 |
| inverters | 7 | 30.0 | 0.000503 |
## cells in the final DEF, fill, tap and decap left out, types with 13 or more instances in the layout
cell type	Yosys	routed
bufinv_16	0	19
o32a_1	33	33
mux2_2	1032	1032
o21ai_0	42	42
a22o_1	167	167
clkbuf_8	0	19
nand2b_1	18	18
mux2i_1	15	15
clkbuf_1	336	17
clkdlybuf4s50_1	0	110
and3_1	16	15
diode_2	0	18
nor2_4	0	80
nor3_1	34	28
nor4_1	20	20
clkinv_2	0	18
a22oi_1	556	556
nor2_1	110	33
dlxtn_1	32	32
buf_4	4	222
nand4_1	104	104
a221oi_1	167	167
nand3_1	64	64
a222oi_1	13	13
a21oi_1	71	71
dfrtp_1	1024	1024
clkbuf_16	0	105
nand2_1	138	135
## worst max-delay path by stage
stage          startpoint            end  cells past startpoint
4_1_cts   ReadAddress2[3]  ReadData2[20]                     12
5_1_grt   ReadAddress2[1]   ReadData2[3]                     10
6_report  ReadAddress2[3]  ReadData2[20]                     12
## metrics by stage
stage / utilization / setup slack (ns) / area [um2] / instances / total power, mW
final: 0.352 / 1.76 / 59700 / 6571 / 12.2
after global routing: 0.352 / 1.86 / 59600 / 6557 / 12.6
after CTS: 0.352 / 2.08 / 59600 / 6553 / 12.1
after detailed placement: 0.329 / 2.05 / 55800 / 6359 / 7.90
after global placement: 0.329 / 2.11 / 55800 / 6359 / 7.87
after floorplan: - / -5.87 / 51200 / 4217 / 6.96
## power by group through the flow
stage | sequential, mW | clock, mW | combinational [mW]
6_report | 6.02 | 4.26 | 1.91
5_1_grt | 6.11 | 4.42 | 2.03
4_1_cts | 5.97 | 4.27 | 1.88
## metal layers
| metal | vias to the layer above | share of wire |
|---|---|---|
| met4 | 32 | 0.091 |
| met5 | - | 0.0018 |
| met2 | 4146 | 0.41 |
| li1 | 16500 | - |
| met1 | 22300 | 0.34 |
| met3 | 1477 | 0.16 |
Power figures rest on the tool's default switching activity, not on a simulated workload.
