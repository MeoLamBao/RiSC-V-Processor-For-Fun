**/design/flow/design.v**
```verilog
`timescale 1ns/1ps
module Data_memory (
    input CLK, RST,  
    input [31:0] A,  
    input [31:0] WD,
    input [1:0] RWE,
    output [31:0] RD
);
    reg [31:0] MEMORY [63:0];
    integer i;
    always @(posedge CLK or posedge RST) begin
        if (RST) begin
           for (i = 0; i < 64 ; i = i + 1) begin
                MEMORY[i] = 32'b0;
           end
        end
        else begin
            if (RWE == 1)  MEMORY[A] <= {{24{WD[7]}}, WD[7:0]};  
            else if (RWE == 2)  MEMORY[A] <= {{16{WD[7]}}, WD[15:0]};  
            else if (RWE == 3)  MEMORY[A] <= WD;  
        end
    end
    assign  RD = MEMORY[A];
endmodule 
```
**/design/flow/run.sh**
```bash
#!/bin/bash
# OpenROAD 26Q1-2900-gdf79404cd8, Yosys 0.63+post, stock flow scripts
make -C /OpenROAD-flow-scripts/flow DESIGN_CONFIG=/design/flow/config.mk WORK_HOME=/design/flow/orfs finish
```
**/design/flow/config.mk**
```make
export PLATFORM = sky130hd
export DESIGN_NAME = Data_memory
export DESIGN_NICKNAME = Data_memory
export VERILOG_FILES = /design/flow/design.v
export SDC_FILE = /design/flow/constraint.sdc
export NUM_CORES = 4
export LEC_CHECK = 1
export CORE_UTILIZATION = 40
```
**/design/flow/constraint.sdc**
```tcl
current_design Data_memory

set clk_period 7.6
set clk_io_pct 0.2

create_clock -name clk0 -period $clk_period [get_ports {CLK}]

set non_clock_inputs [all_inputs -no_clocks]
set_input_delay [expr $clk_period * $clk_io_pct] -clock clk0 $non_clock_inputs
set_output_delay [expr $clk_period * $clk_io_pct] -clock clk0 [all_outputs]
```
==> run_results.csv <==
group,metric,value,unit
status,run_status,"finished clean",
die,core_area,0.213,mm²
place,input_output_buffers,73,
place,hpwlAfterDp,229000,µm
critical_path,worstPathArrival,5700,ps
yosys,synth_flops,2048,
clock_network,cts_repair_resize_count,0,
place,detailedPlace.worstSlack,531,ps
sta,finalClockPeriodUsage,0.951,
global_routing,via_count_of_the_first_global_routing_pass,68700,
yosys,synth_async_sr_flop_share,1.00,
yosys,synth_chip_area,0.0861,mm²
detailed_routing,drt-vias-per-instance,6.34,
die,die_height,466,µm
detailed_routing,wire_per_inst,34.1,µm
yosys,avgSynthCellArea,10.5,µm²
critical_path,r2r_cells,1,
yosys,postSynthSeqShare,0.595,
pwr,combPwrFrac,0.137,
sta,finClkSkew,0,ps
place,number_of_cells_in_the_design_after_placement,10700,
yosys,yosys.area_share.simple,0.112,
yosys,post_synth_mux_area_share,0.0724,
sta,rsz0062_at_grt,"no",
pwr,internal_power,20700,µW
detailed_routing,antenna_left,0,
global_routing,gr-total-overflow,0,
yosys,comb_area_leader,"AND-OR/OR-AND gates",
yosys,synth-edff-count,0,
finish,post_route_cells_drive_above_1_share,0.178,
pwr,share_clk_of_total_power,0.357,
clock_network,cts_sinks,2048,
critical_path,timing_worst_setup_path_type,"in -> out",
critical_path,critPathMaxStageDelay,820,ps
sta,finalCriticalPeriod,7220,ps
critical_path,reg2reg_slack,6820,ps
yosys,synth_area_in_adders,0,
critical_path,critical_path.most_common_cell,"sky130_fd_sc_hd__buf_4",
finish,flip_flop_count_of_the_largest_register_all_copies_and_words_added,2048,
yosys,flop_cell,"sky130_fd_sc_hd__dfrtp_1",
critical_path,critical_path.top_delay_family,"buffers and inverters",
clock_network,cts_inserted_buffers,206,
global_routing,wire_length_of_the_first_global_routing_pass,530000,µm
finish,reg.largest.list,"MEMORY: 2048 flops",
job,cap_violations,0,
yosys,yosys_warnings,2,
critical_path,cp.buffers_inverters,4,
yosys,netlist_top_cells_area,"sky130_fd_sc_hd__dfrtp_1 59%, sky130_fd_sc_hd__a21oi_1 8.0%, sky130_fd_sc_hd__mux2_2 6.7%, sky130_fd_sc_hd__a22oi_1 6.6%, sky130_fd_sc_hd__nor2_1 6.4%",
detailed_routing,drtPass1Iterations,6,
detailed_routing,first_iter_violations,6775,
critical_path,cp_data_required_time,6080,ps
critical_path,slowest_cell_on_crit_path,"sky130_fd_sc_hd__a2111oi_0",
yosys,post_synth_ao_oa_area_fraction,0.179,
yosys,synth.yosys.num_cells,8206,
sta,setup_ws,375,ps
yosys,yosysTopAreaCellShare,0.595,
die,rows,169,
finish,biggest_register,"MEMORY",
yosys,post_synth_inst_count,8206,
clock_network,clkTransAtPathRegs,60,ps
sta,max_freq,138,MHz
clock_network,tritoncts,"built",
sta,maxSlewHeadroom,0.135,
clock_network,clock_insertion_delay_worst_skew,870,ps
die,design.portCount,100,
die,die-width,466,µm
clock_network,cts_buffer_depth,3,
critical_path,timing.critical_path.cells,"buf_2 > buf_4 > and4bb_2 > and3_1 > a2111oi_0 > buf_4 > nand3_1 > nor4_1 > a31oi_1 > clkdlybuf4s50_1",
clock_network,post_cts.repair.setup_buffers,0,
yosys,synth_cell_types,62,
critical_path,worstSetupPathDepth,10,
pwr,p_leak,0.0432,µW
yosys,synth_area_leader_cell,"sky130_fd_sc_hd__dfrtp_1",
yosys,synth_area,0.0861,mm²
pwr,power.share.switching,0.278,
clock_network,cts_htree_levels,4,
critical_path,reg2reg_from,"MEMORY[1][0]$_DFFE_PP0P_",
critical_path,endpoint,"RD[8]",
die,chip_area,0.217,mm²
worst_hold_path,hp-class,"reg -> reg",
pwr,powerDensity,290,mW/mm²
critical_path,endpoint_of_the_worst_register_to_register_path,"MEMORY[1][0]$_DFFE_PP0P_",
critical_path,startpoint_type,"input port",
sta,hold_viol_final,0,
clock_network,ctsHoldBuffers,0,
pwr,vdd_ir_max,0.231,mV
detailed_routing,route.final.wire_length,379000,µm
sta,finalSetupTns,0,ps
critical_path,setup.worst_path.end_class,"output pin",
pwr,total_switching_power,7960,µW
global_routing,all_layer_global_routing_usage,0.367,
pwr,report.power.total,28700,µW
detailed_routing,num_vias,70400,
critical_path,critical_path.startpoint,"A[2]",
die,floorplan.core_util,0.404,
sta,final-max-slew-violation-count,0,
detailed_routing,post-route-drc-count,0,
critical_path,crit_path_max_fanout,22,
finish,layoutNonFillerInstCount,11100,
pwr,power.sequential.fraction,0.506,
sta,total_of_endpoints_with_negative_setup_slack_in_the_final_report,0,
yosys,yosys.area_share.xor_xnor,0.000102,
sta,worstMarginPinSlew,1290,ps
finish,n_fill_cell,19000,
job,openroad.warnings,81,
clock_network,clk_root_buffer_cell,"sky130_fd_sc_hd__clkbuf_16",
global_routing,grt_antenna_before_repair,25,
finish,area_growth_syn_to_layout,14.9,%
global_routing,grt_start_max_net_pins,133,
place,place.gp.congestion,0.992,
[placed cells by master, fill, tap and decap left out, types with 13 or more instances in the layout]
cell | Yosys | final
sky130_fd_sc_hd__clkbuf_16 | 0 | 206
sky130_fd_sc_hd__nand2_1 | 272 | 263
sky130_fd_sc_hd__a2111oi_0 | 30 | 30
sky130_fd_sc_hd__dfrtp_1 | 2048 | 2048
sky130_fd_sc_hd__o21ai_0 | 230 | 228
sky130_fd_sc_hd__clkbuf_8 | 0 | 56
sky130_fd_sc_hd__a22oi_1 | 753 | 753
sky130_fd_sc_hd__buf_12 | 0 | 70
sky130_fd_sc_hd__clkbuf_1 | 460 | 58
sky130_fd_sc_hd__and3_1 | 102 | 102
sky130_fd_sc_hd__nor4_1 | 43 | 43
sky130_fd_sc_hd__clkinv_2 | 0 | 24
sky130_fd_sc_hd__nor2_4 | 0 | 106
sky130_fd_sc_hd__mux2_2 | 512 | 512
sky130_fd_sc_hd__a22o_1 | 53 | 53
sky130_fd_sc_hd__clkdlybuf4s50_1 | 0 | 60
sky130_fd_sc_hd__a21oi_1 | 1383 | 1367
sky130_fd_sc_hd__nand4_1 | 166 | 166
sky130_fd_sc_hd__a21oi_4 | 0 | 24
sky130_fd_sc_hd__buf_2 | 275 | 13
sky130_fd_sc_hd__nor2_1 | 1467 | 1360
sky130_fd_sc_hd__mux2i_1 | 31 | 31
sky130_fd_sc_hd__o2bb2ai_1 | 14 | 14
sky130_fd_sc_hd__a221oi_1 | 29 | 29
sky130_fd_sc_hd__buf_4 | 13 | 363
sky130_fd_sc_hd__nand3_1 | 78 | 78
sky130_fd_sc_hd__diode_2 | 0 | 26
[cell families after synthesis]
logic type / count (synthesis)
AND-OR/OR-AND: 2563
XOR/XNOR: 1
AND/OR/NAND/NOR: 2217
flip-flops: 2048
buffers and inverters: 827
multiplexers: 550
[power groups by stage]
stage	logic (µW)	registers [µW]	clock network [µW]
after CTS	3890	14500	10300
final	3930	14500	10200
after global routing	4390	14800	10700
[per-stage QoR]
| stage | utilization | cell area, µm² | hold slack (ps) |
|---|---|---|---|
| finish | 0.464 | 99000 | 473 |
| global route | 0.464 | 98900 | 495 |
| CTS | 0.464 | 98900 | 477 |
| detailed placement | 0.432 | 92100 | 463 |
| global placement | 0.432 | 92100 | 454 |
| floorplan | - | 86200 | 442 |
[final cells by class]
type	count	area, µm²	share of cell area
antenna	26	65.1	0.000657
clock buffer	320	6140	0.0621
clock inverter	53	627	0.00633
inverter	2	11.3	0.000114
multi-input combinational	5331	32600	0.329
sequential	2048	51200	0.518
tap	2821	3530	0.0357
timing repair buffer	506	4790	0.0484
[worst min-delay path by stage]
stage | from | end | slack, ps | depth (start not counted)
after CTS | MEMORY[57][29]$_DFFE_PP0P_ | MEMORY[57][29]$_DFFE_PP0P_ | 480 | 2
after global routing | MEMORY[56][11]$_DFFE_PP0P_ | MEMORY[56][11]$_DFFE_PP0P_ | 500 | 2
final | MEMORY[61][13]$_DFFE_PP0P_ | MEMORY[61][13]$_DFFE_PP0P_ | 470 | 2
[Yosys cell counts, types with 14 or more instances]
cell                           n
sky130_fd_sc_hd__a2111oi_0    30
sky130_fd_sc_hd__a21oi_1    1383
sky130_fd_sc_hd__a221oi_1     29
sky130_fd_sc_hd__a22o_1       53
sky130_fd_sc_hd__a22oi_1     753
sky130_fd_sc_hd__and3_1      102
sky130_fd_sc_hd__buf_1        68
sky130_fd_sc_hd__buf_2       275
sky130_fd_sc_hd__clkbuf_1    460
sky130_fd_sc_hd__dfrtp_1    2048
sky130_fd_sc_hd__mux2_2      512
sky130_fd_sc_hd__mux2i_1      31
sky130_fd_sc_hd__nand2_1     272
sky130_fd_sc_hd__nand3_1      78
sky130_fd_sc_hd__nand4_1     166
sky130_fd_sc_hd__nor2_1     1467
sky130_fd_sc_hd__nor4_1       43
sky130_fd_sc_hd__o21ai_0     230
sky130_fd_sc_hd__o2bb2ai_1    14
[layer usage]
| metal | vias to the layer above | wire, µm | track usage |
|---|---|---|---|
| met5 | - | 725 | 0.0182 |
| met1 | 35400 | 132000 | 0.454 |
| li1 | 29100 | - | - |
| met4 | 38 | 27200 | 0.203 |
| met2 | 4591 | 155000 | 0.487 |
| met3 | 1318 | 63400 | 0.243 |
Power is estimated from default activity; no workload was simulated.
